==> ./design.v <==
`timescale 1ns/1ps
`default_nettype none
module BlockMemory #(
    parameter INITFILE = "../mem/default.mem",
    parameter BITS = 16,
    parameter WORDS = 64,
    parameter ABITS = $clog2(WORDS),
    parameter AMSB = ABITS - 1,
    parameter MSB = BITS - 1
) (
    input var logic clk,
    input var logic wen,
    input var logic ren,
    input var logic [AMSB:0] addr,
    input var logic [MSB:0] din,
    output var logic [MSB:0] dout
);
    (* ram_style = "block" *)
    logic [MSB:0] mem [WORDS-1:0];
    initial begin
        $readmemb(INITFILE, mem);
    end
    always_ff @(posedge clk) begin
        if (wen) begin
            mem[addr] <= din;
            dout <= dout;
        end else begin
            if (ren) begin
                dout <= mem[addr];
            end
        end
    end
endmodule
==> ./run.sh <==
#!/bin/bash
# OpenROAD 26Q1-2900-gdf79404cd8, Yosys 0.63+post, stock flow scripts
make -C /OpenROAD-flow-scripts/flow DESIGN_CONFIG=/design/flow/config.mk WORK_HOME=/design/flow/orfs finish
==> ./config.mk <==
export PLATFORM = sky130hd
export DESIGN_NAME = BlockMemory
export DESIGN_NICKNAME = BlockMemory
export VERILOG_FILES = /design/flow/design.v
export SDC_FILE = /design/flow/constraint.sdc
export NUM_CORES = 4
export LEC_CHECK = 1
export CORE_UTILIZATION = 50
export SYNTH_HDL_FRONTEND = slang
==> ./constraint.sdc <==
current_design BlockMemory

set clk_period 14.2
set clk_io_pct 0.2

create_clock -name clk0 -period $clk_period [get_ports {clk}]

set non_clock_inputs [all_inputs -no_clocks]
set_input_delay [expr $clk_period * $clk_io_pct] -clock clk0 $non_clock_inputs
set_output_delay [expr $clk_period * $clk_io_pct] -clock clk0 [all_outputs]
==> impl_metrics.csv <==
group,metric,value,unit
run_status,status,"complete, no violations",
clock_tree,cts_buffer_depth,3,
logic_synthesis,yosys_cells,2138,
drt,viasPerCell,6.38,
logic_synthesis,ys_warn_count,0,
drt,wl,107000,µm
worst_setup_path,crit_cells,8,
drt,drtPass1Iterations,5,
worst_setup_path,cp_top_family,"buffers and inverters",
global_routing,antenna_found_initial,4,
logic_synthesis,netlist_top_cells_area,"edfxtp_1 78%, mux4_2 3.4%, a221oi_1 3.1%, mux2i_1 2.8%, a22oi_1 1.4%",
sta,worst_slew_pin_slew,943,ps
place,hpwl,63600,µm
floorplan,die_w,285,µm
clock_tree,postCtsSetupBuffers,0,
floorplan,fp-row-count,103,
clock_tree,cts-hold-fix-buffers,0,
sta,setup_violations,0,
worst_setup_path,critPathLaunchType,"input port",
drt,drc,0,
sta,fin_ws,8180,ps
logic_synthesis,yosysTopAreaCell,"edfxtp_1",
logic_synthesis,synth_area,40000,µm²
sta,fin_skew,41.6,ps
logic_synthesis,edf_count,1040,
place,postPlaceCellArea,41800,µm²
worst_setup_path,reg2reg_depth,5,
clock_tree,numCtsBuffers,104,
worst_setup_path,path_cells,"buf_6, buf_4, inv_2, buf_4, a221o_1, a222oi_1, a2bb2oi_1, nand4_1",
worst_setup_path,worstPathRequired,14600,ps
clock_tree,numClockSinks,1040,
sta,rsz0062_at_grt,"no",
final_layout,nFillCells,5756,
global_routing,overflow,0,
logic_synthesis,synth-seq-cells,1040,
worst_setup_path,criticalPathCategory,"input port to flop",
logic_synthesis,ys_seq_share,78.0,%
flow_run,warnings,26,
global_routing,track_usage,30.0,%
place,io_buffers,40,
sta,finalHoldViolCount,0,
logic_synthesis,synthCells,2138,
sta,whs,787,ps
floorplan,die_h,285,µm
power_and_ir_drop,ir_drop,0.0883,mV
logic_synthesis,synthFlopType,"edfxtp_1",
flow_run,max_cap_violations,0,
final_layout,stdcell_area,45100,µm²
floorplan,die-area,81200,µm²
sta,final.period_utilization,42.4,%
worst_setup_path,cp_num_buf_inv,4,
sta,slew_violations,0,
worst_setup_path,crit_path_max_incr_delay,630,ps
clock_tree,clkLatencyLatePin,680,ps
floorplan,io_pins,41,
global_routing,grt_first_pass_wirelength,156000,µm
power_and_ir_drop,power_density,142,nW/µm²
final_layout,layout-drive-gt1-share,17.9,%
drt,vias,21500,
worst_setup_path,critPathMaxFanout,49,
clock_tree,clk_pin_slew,60,ps
clock_tree,cts_tree,"done",
worst_hold_path,min_to,"dout[13]",
sta,period_needed,6020,ps
logic_synthesis,top_area_share,78.0,%
global_routing,first_global_vias,22600,
worst_setup_path,crit_top_cell,"buf_4",
logic_synthesis,ys_chip_area,40000,µm²
worst_setup_path,r2r-end,"dout[1]",
worst_setup_path,r2r_slack,11720,ps
sta,fmax,166,MHz
final_layout,comb_area,8020,µm²
sta,slew_headroom,36.9,%
worst_hold_path,hold_class,"flop to flop",
clock_tree,ctsResizeCount,0,
worst_hold_path,hp-start,"mem[10][13]",
place,place_congestion,0.964,
logic_synthesis,synthArstFlopShare,0,%
power_and_ir_drop,power,6.42,mW
place,dp_slack,7480,ps
final_layout,seq_area,31200,µm²
clock_tree,cts_max_level,3,
floorplan,fp_util,50.6,%
worst_setup_path,end_kind,"flop",
power_and_ir_drop,leakage,14.3,nW
logic_synthesis,yosysUniqueCellTypes,62,
drt,postRouteAntennaNets,0,
worst_setup_path,rr_startpoint,"mem[61][1]",
final_layout,syn_to_final_growth,12.6,%
floorplan,core,79100,µm²
clock_tree,cts-root-buf,"clkbuf_16",
logic_synthesis,syn-mean-instance-area,18.7,µm²
worst_setup_path,cpMaxStageDelayCell,"buf_4",
drt,drtIter0Drc,1338,
global_routing,grt_max_degree,66,
worst_hold_path,min_path_cells,4,
drt,wl_per_cell,31.7,µm
worst_setup_path,crit_arrival,6420,ps
sta,setup_tns,0,ps
worst reg2reg max path, cell delays in order, from the launching register on:
cell and delay, ps:
edfxtp_1 360, mux2_1 290, a221o_1 300, a222oi_1 490, a2bb2oi_1 600, nand4_1 180
cells in the mapped netlist, types with 6 or more instances:
library cell  count
edfxtp_1       1040
a221oi_1        144
mux2i_1         112
nor2_1           84
a22oi_1          73
buf_2            70
mux4_2           61
clkbuf_1         54
a21oi_1          49
mux2_2           48
nand2_1          44
o22ai_1          43
o21ai_0          22
a211oi_1         21
a221o_1          16
buf_4            16
nand3_1          16
nand4_1          15
o2bb2ai_1        14
a32o_1           13
a211o_1          12
a22o_1           11
a31oi_1          11
o221ai_1         11
a2bb2oi_1         9
buf_1             9
buf_6             9
nand2b_1          9
nand3b_1          9
nor2b_1           9
a222oi_1          8
or3b_2            8
a311oi_1          7
o22a_1            7
a21boi_0          6
and3_1            6
cell usage in the layout, fill, tap and decap left out, types with 44 or more instances in the layout:
master     count
mux4_2        61
nor2_1        82
a22oi_1       73
clkbuf_16    106
mux2i_1      112
buf_4        119
mux2_2        48
edfxtp_1    1040
a21oi_1       49
nand2_1       44
a221oi_1     144
how the worst max path moves through the flow:
stage,startpoint,end
5_1_grt,addr[0],dout[1]
6_report,addr[0],dout[3]
4_1_cts,addr[0],dout[3]
sequential cells by signal (all words and copies together) (netlist names):
| signal | flops |
|---|---|
| mem | 1024 |
| dout | 16 |
power by group:
part | leakage (nW) | internal [mW] | switching [mW]
clock | 1.62 | 1.55 | 1.11
sequential | 9.37 | 3.40 | 0.00901
combinational | 3.35 | 0.102 | 0.240
routing by layer:
| metal | part of all wire, % | global-route usage (%) | routed length [µm] |
|---|---|---|---|
| met1 | 34 | 40.7 | 36200 |
| met5 | 0.24 | 2.03 | 262 |
| met2 | 47 | 43.3 | 50700 |
| met4 | 3.1 | 7.05 | 3280 |
| met3 | 16 | 20.3 | 16700 |
per-stage QoR:
stage                     std cells  util (%)
after global routing           3374      57.0
after global placement         3188      52.8
after floorplan                2138         -
after CTS                      3373      57.0
final                          3374      57.0
after detailed placement       3188      52.8
cell families after synthesis:
kind of cell / Yosys count / share of synthesized area [%]
AND/OR/NAND/NOR: 224 / 2.77
flip-flops: 1040 / 78.0
multiplexers: 225 / 7.70
buffers and inverters: 163 / 2.09
AND-OR/OR-AND: 486 / 9.44
cell type report:
type | instances | share of cell area [%]
multi-input combinational | 935 | 17.8
sequential | 1040 | 69.2
tap | 1050 | 2.91
clock inverter | 60 | 1.26
clock buffer | 125 | 6.04
timing repair buffer | 159 | 2.71
antenna | 1 | 0.00555
inverter | 4 | 0.0333
Power and IR drop assume default switching activity.
